`design/flow/config.mk`:
```
export PLATFORM = sky130hd
export DESIGN_NAME = game_process
export DESIGN_NICKNAME = game_process
export VERILOG_FILES = /design/flow/design.v
export SDC_FILE = /design/flow/constraint.sdc
export NUM_CORES = 4
export LEC_CHECK = 1
export CORE_AREA = 10 10 78 78
export DIE_AREA = 0 0 88 88
```
`design/flow/constraint.sdc`:
```
current_design game_process

set clk_period 2.2
set clk_io_pct 0.2

create_clock -name clk0 -period $clk_period [get_ports {clk}]

set non_clock_inputs [all_inputs -no_clocks]
set_input_delay [expr $clk_period * $clk_io_pct] -clock clk0 $non_clock_inputs
set_output_delay [expr $clk_period * $clk_io_pct] -clock clk0 [all_outputs]
```
`design/flow/design.v`:
```
module game_process(
    matrix_out,
    player_top,
    player_down,
    x_pos,
	y_pos,
	a_longggggg,
    count,
    clk
);
parameter SIZE = 2;
parameter WIDTH = 8;
parameter BIT_OF_WIDTH = 3;
output[7:0] matrix_out;
reg[7:0] matrix_out;
output[7:0] a_longggggg;
reg[7:0] a_longggggg;
input[2:0] player_top, player_down;
input[BIT_OF_WIDTH-1:0] x_pos, y_pos;
input clk;
input[2:0] count;
reg[7:0] top_block, down_block;
integer i;
always @ (posedge clk)
begin
	matrix_out = 0;
	a_longggggg = 0;
	for(i = 0; i < WIDTH; i = i + 1)begin
		top_block[WIDTH - i - 1] = (player_top-1 < i && player_top+SIZE > i) ? 1 : 0;
		if(player_top == 6)begin
			top_block[1:0] = 2'b11;
		end
	end
	for(i = 0; i < WIDTH; i = i + 1)begin
		down_block[i] = (player_down-1 < i && player_down+SIZE > i) ? 1 : 0;
		if(player_down == 6)begin
			down_block[7:6] = 2'b11;
		end
	end
	if(y_pos == 1)begin
		for(i = 1; i < WIDTH-1; i = i + 1)begin
			if(i == x_pos)begin
				a_longggggg[0] = (x_pos == 0) ? 0 : top_block[i-1];
				a_longggggg[1] = top_block[i];
				a_longggggg[2] = (x_pos == 7) ? 0 : top_block[i+1];
			end
		end
	end
	if(y_pos == 6)begin
		for(i = 1; i < WIDTH-1; i = i + 1)begin
			if(i == x_pos)begin
				a_longggggg[5] = (x_pos == 0) ? 0 : down_block[i-1];
				a_longggggg[6] = down_block[i];
				a_longggggg[7] = (x_pos == 7) ? 0 : down_block[i+1];
			end
		end
	end
	if(count == 0)begin
		matrix_out = top_block;
	end
	if(count == 7)begin
		matrix_out = down_block;
	end
end
endmodule  
```
`design/flow/run.sh`:
```
#!/bin/bash
# OpenROAD 26Q1-2900-gdf79404cd8, Yosys 0.63+post, stock flow scripts
make -C /OpenROAD-flow-scripts/flow DESIGN_CONFIG=/design/flow/config.mk WORK_HOME=/design/flow/orfs finish
```
==> summary.txt <==
Implementation results. The run finished with clean final reports. Worst hold margin landed at 833.7 ps. Share of post-route cells with drive strength above 1 landed at 0.2661. For reference, the final report shows the hold violation count at 0. Average wire per standard cell landed at 12.89 um. The synthesis report lists the most area-consuming cells as sky130_fd_sc_hd__ha_1 (21%), sky130_fd_sc_hd__dfxtp_1 (19%), sky130_fd_sc_hd__nor2_1 (3.9%). The worst setup path is launched from an input pin. STA lists the startpoint of the worst hold path as y_pos[2].

TritonCTS created 3 clock buffers. The share of total power dissipated in sequential elements is 0.309. Clock transition at the registers of the reported paths landed at 50 ps. Internal power of the cells landed at 0.6114 mW.

The flow measured a signed area growth from synthesis to layout of 53.87%. Per the layout report, the design carries 396 filler cells. Grouping non-sequential cells by family puts the most area in AND-OR/OR-AND gates. The first TritonRoute pass finished after 4 iterations. The script computed the net switching share of total power as 0.2859. In this run the mean area of a mapped cell was 8.228 um2.

Number of distinct standard cells referenced by the synthesized netlist landed at 50. Summing all flip-flop and latch instances after layout gives 280.3 um2. Measured against the total synthesized area, the mux share comes to 0.02062. Per the OpenROAD power report, switching power amounts to 0.2448 mW. Number of H-tree levels landed at 1. Buffers plus inverters on the worst setup path landed at 2.

Setup repair after global routing could not meet its margin everywhere. Broken down by cell family, the worst path's largest delay share belongs to AND-OR/OR-AND gates. The min-delay analysis places its worst path in the category in -> reg. Area fraction in compound gates landed at 0.2844. Of the post-synthesis cell area, the dominant cell type holds 0.2062. The chip area line in the Yosys stat output reads 1456 um2. Of the available clock period, the critical path in the final layout requires 0.9573. Time the worst path needs with I/O delays and setup landed at 2106 ps. In this run, the synthesized area fraction spent on adder and majority cells is recorded as 0.2062.

Among all stages on the critical path, the largest delay is contributed by sky130_fd_sc_hd__clkdlybuf4s50_1. Power density of the placed cells landed at 382.0 nW/um2. The report lists the cells along the critical path as clkdlybuf4s50_1 -> inv_1 -> ha_4 -> nor2b_1 -> o211ai_1 -> or2_1 -> a221o_1 -> o22ai_1. In this run the horizontal extent of the chip is 88 um. Nets still carrying antenna violations after routing amount to 0. TritonCTS built the clock tree.

Antenna diode count landed at 0. Number of setup violations in the final report landed at 0. Maximum clock rate landed at 0.4748 GHz. Proportion of synthesized chip area in sequential cells landed at 0.1924. The script parses the final routing iteration and logs DRC violations as 0. Proportion of register bits with asynchronous set or reset after synthesis landed at 0. Initial detailed-routing violation count landed at 74. RePlAce ended its routability-driven mode at a weighted congestion of 0.9556. The critical path is of the in -> reg type. STA classifies the critical path endpoint as a flip-flop. Largest incremental delay on the critical path landed at 480 ps. Adding up every negative setup slack in the final design gives 0 ps. Cell count after placement landed at 294. Entering global routing, the biggest net connects 14 pins. Final instance count without filler cells landed at 300. The leakage power in the latest report is 0.9800 nW. First-pass GRT wire length landed at 6479 um. Summing all multi-input logic gate instances after layout gives 1159 um2. Data arrival time of the critical path landed at 2270 ps. Yosys warning count landed at 1. Max-cap violations in this run came to 0. The critical path maximum fanout is 2. Cell count after synthesis landed at 177. Placed wire-length estimate landed at 3237 um. The synthesized design spends more area on one cell type than any other, namely sky130_fd_sc_hd__ha_1. Hold analysis lists the worst path endpoint as a_longggggg[5]$_SDFF_PP0_. The vertical die dimension reported for this design is 88 um.

Per the CTS log, the root buffer master is sky130_fd_sc_hd__clkbuf_8. Fraction of synthesized cell area in xor and xnor cells landed at 0.02491. Top-level I/O count landed at 32.

Logic gate share of total power landed at 0.413. In this run the tools logged warnings totalling 46. Among all flip-flop cells after synthesis, the most frequent one is sky130_fd_sc_hd__dfxtp_1.

In this run the full chip footprint comes out at 7744 um2. Floorplan core area landed at 4414 um2. Per the placement log, port buffering inserted 29 buffers. Number of buffers on the longest clock path landed at 2. Sink count of the clock tree landed at 14. Final-report max-slew violation count landed at 0.

Worst IR drop on VDD landed at 222.9 uV. Mapped cell area landed at 1456 um2. Counting instances in the post-synthesis netlist gives the leading cell types as sky130_fd_sc_hd__ha_1 (24), sky130_fd_sc_hd__nor2_1 (15), sky130_fd_sc_hd__dfxtp_1 (14). For this configuration, the core starts out at a cell density of 0.3299. For this block, the routed nets add up to 3866 um of wire. The post-route utilization of the core is recorded as 0.5077. Simple-gate portion of the synthesized area landed at 0.2088. The synthesized design contains 14 register bits. The initial antenna violation count is 0.

Number of enable flip-flop cells landed at 0. Required time of the critical path landed at 2360 ps. In the Yosys report the total cell count is 177. Number of buffers inserted for hold repair after clock tree synthesis landed at 0. The power report attributes to the clock group a share of 0.278. Global routing finished with a remaining overflow of 0. After floorplanning, the core was divided into 24 placement rows.

Number of instances on the worst hold path landed at 3. The routed layout has 1488 vias. Looking at the gate-level netlist, the highest instance count belongs to sky130_fd_sc_hd__ha_1. Overall routing resource usage recorded by global route was 0.09911. Average via count per standard cell landed at 4.960. Number of global-route vias before repair landed at 1412.
==> how the worst max path moves through the flow <==
stage | start | to | slack (ps) | cells past startpoint
CTS | player_top[0] | a_longggggg[0]$_SDFF_PP0_ | 20 | 8
global route | player_down[1] | a_longggggg[5]$_SDFF_PP0_ | -70 | 8
finish | player_top[2] | a_longggggg[0]$_SDFF_PP0_ | 90 | 8
==> power by group through the flow <==
stage / Clock [mW] / Sequential (mW) / Combinational (mW)
CTS: 0.246 / 0.264 / 0.338
global route: 0.257 / 0.265 / 0.390
finish: 0.238 / 0.264 / 0.354
==> area by class of cell <==
cell class	instances	share of cell area
Clock buffer	4	0.02457
Inverter	13	0.02178
Multi-Input combinational cell	143	0.5170
Sequential cell	14	0.1251
Tap cell	52	0.02903
Timing Repair Buffer	74	0.2825
==> cell families after synthesis <==
group | Yosys count
AOI/OAI and AO/OA | 56
and+or+nand+nor | 56
adders and majority gates | 24
buffers and inverters | 21
DFF | 14
muxes | 3
xor gates and xnor gates | 2
other | 1
==> repair_timing <==
item,4_1_cts,5_1_grt
pin swaps,2,10
endpoints found under the setup margin,3,6
gates resized,4,9
hold endpoints to repair,0,0
gates cloned,0,0
buffers inserted,0,2
==> cell usage in the layout, fill, tap and decap left out, types with 5 or more instances in the layout <==
master,count
sky130_fd_sc_hd__buf_4,45
sky130_fd_sc_hd__clkdlybuf4s50_1,27
sky130_fd_sc_hd__ha_1,21
sky130_fd_sc_hd__nor2_1,15
sky130_fd_sc_hd__dfxtp_1,14
sky130_fd_sc_hd__o21ai_0,11
sky130_fd_sc_hd__inv_1,10
sky130_fd_sc_hd__nor2b_1,7
sky130_fd_sc_hd__nand3_1,6
sky130_fd_sc_hd__o22ai_1,6
sky130_fd_sc_hd__nand2_1,6
sky130_fd_sc_hd__o211ai_1,5
==> registers in the layout, summed over array words and instances, names as in the netlist <==
register,flops
matrix_out,8
a_longggggg,6
==> routing by layer <==
metal / global-route usage / routed length (um) / up-vias
met3: 0.01310 / 216 / 7
met4: 0.01304 / 63 / 0
met5: 0 / 0 / -
met2: 0.1620 / 1754 / 37
met1: 0.1395 / 1831 / 662
li1: - / - / 782
==> stage by stage <==
stage,instance area (um2),power [mW],setup WS (ps)
2_1_floorplan,1460,0.4349,256.3
3_3_place_gp,2100,0.6023,-334.2
3_5_place_dp,2100,0.6030,-336.4
4_1_cts,2172,0.8477,15.65
5_1_grt,2241,0.9125,-73.00
6_report,2241,0.8561,94.01
Power and IR drop assume default switching activity.
