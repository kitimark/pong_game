--- /design/flow/run.sh ---
#!/bin/bash
# OpenROAD 26Q1-2900-gdf79404cd8, Yosys 0.63+post, stock flow scripts
make -C /OpenROAD-flow-scripts/flow DESIGN_CONFIG=/design/flow/config.mk WORK_HOME=/design/flow/orfs finish
--- /design/flow/config.mk ---
export PLATFORM = sky130hd
export DESIGN_NAME = clk_divide
export DESIGN_NICKNAME = clk_divide
export VERILOG_FILES = /design/flow/design.v
export SDC_FILE = /design/flow/constraint.sdc
export NUM_CORES = 4
export LEC_CHECK = 1
export CORE_UTILIZATION = 30
--- /design/flow/constraint.sdc ---
current_design clk_divide

set clk_period 5.5
set clk_io_pct 0.2

create_clock -name clk0 -period $clk_period [get_ports {clk}]

set non_clock_inputs [all_inputs -no_clocks]
set_input_delay [expr $clk_period * $clk_io_pct] -clock clk0 $non_clock_inputs
set_output_delay [expr $clk_period * $clk_io_pct] -clock clk0 [all_outputs]
--- /design/flow/design.v ---
module clk_divide(
    clk_div,
    clk
);
input clk;
output clk_div;
integer state;
initial state = 1;
reg clk_div;
always @ (posedge clk)
begin
    if (state == 1) begin
        clk_div = ~clk_div;
    end
    if (state == 700) begin  
        state = 0;
    end
    state = state + 1;
end
endmodule  
==> run notes <==
The run finished with clean final reports. The count of warning messages emitted by the tools is 25, and the effective utilization at floorplan is 0.322. Looking at the post-CTS report, the setup buffer insertion count equals 0. The critical path's top delay family is buffers and inverters. By count the netlist is led by sky130_fd_sc_hd__dfxtp_1 (32), sky130_fd_sc_hd__xor2_1 (18), sky130_fd_sc_hd__nand3_1 (17), sky130_fd_sc_hd__nor2_1 (17), sky130_fd_sc_hd__xnor2_1 (12). The initial antenna violation count was 0; the sum of negative setup slack was 0 ns.

The standard cell area after detailed placement came out at 1510 µm². The area of the core region was 4500 µm²; the mean cell area of the mapped netlist was 9.43 µm². Entering global routing, the biggest net connects 16 pins. The tools report the startpoint of the lowest-slack hold path as state[31]. The count of TritonRoute iterations in the first routing pass was 4.

The tools report the endpoint of the worst hold path as state[31]. The run gives 0 for the number of hold-repair buffers added at the cts stage. Post-synthesis cell type with the largest combined area: sky130_fd_sc_hd__dfxtp_1. With the relative max-transition margin at 0.470, the maximum level of the CTS H-tree is 2. The number of slew-limit violations in the final report was 0.

The classification of the worst-slack hold path was flop to flop. The tools report the least setup slack across all paths after layout as 3.33 ns. Sorting the synthesized cells by area gives the leading types as sky130_fd_sc_hd__dfxtp_1 (44%), sky130_fd_sc_hd__xor2_1 (11%), sky130_fd_sc_hd__xnor2_1 (7.2%). With the worst setup slack for register-to-register paths at 3.33 ns, the violation tally from detailed-route iteration zero is 52.

End of the worst register-to-register path: state[27]. The area of the mapped netlist is 1450 µm², and the maximum cell stage delay along the critical path is 0.45 ns. The maximum resistive drop on vdd was 0.125 mV. The start point of the critical path was clk_div. Buffer cell driving the clock tree root: sky130_fd_sc_hd__clkbuf_8. Category of the critical setup timing path: flop to primary output. From left edge to right edge, the die measures 71.6 µm.

The total cells reported by yosys after synthesis was 154. In this run the vertical extent of the chip is 71.6 µm. The most frequently used cell type in the post-synthesis netlist is sky130_fd_sc_hd__dfxtp_1. The proportion of register bits with asynchronous set or reset after synthesis came out at 0.

Once layout is done, the placed cells without fillers occupy 1610 µm². 2 I/O pins were placed. Per the synth log, the flip-flop and latch total comes to 33.

The run gives 154 for the cell count after synthesis. The logs give 2 for the maximum root-to-sink buffer count and 0.115 for the global router's overall resource usage. The final cycle utilization of the critical path is 0.395. The worst setup path is launched from a flop. Data on the critical path is required at its endpoint by 4.40 ns. For this run, the number of standard cells in the final layout without fillers is 211. Highest-delay cell along the critical path: sky130_fd_sc_hd__clkdlybuf4s50_1. Per the post-place timing report, worst setup slack is 3.37 ns. TritonCTS built the clock tree. Nets still carrying antenna violations after routing amount to 0. The yosys-reported design area after synthesis is 1450 µm², and the wire length of the first global-routing pass is 4620 µm.

For this block, the via count after detailed routing is 1031. Cell count of the worst hold path: 1. In this run the critical register-to-register path is launched from state[1]. Per the detail_route report, inserted antenna diodes total 0.

Counting the fill cells in the layout gives 465. The run gives 0.0755 for the fraction of final layout cells with drive strength greater than 1. Global routing finished with a remaining overflow of 0. The clock period minus final worst setup slack was 2.17 ns; the die area was 5120 µm².

For reference, the critical path cell chain is clkdlybuf4s50_1. The power report puts the leakage power at 0.608 nW. STA lists the maximum fanout along the critical path as 2.

The unique cell type count in the Yosys netlist was 27. In the post-route report, total wirelength is listed as 2600 µm. Clock tree synthesis inserted a total of 5 buffers. For the post-detailed-route DRC marker count, the log shows 0. For the final core area utilization, the log shows 0.357.

Number of buffer and inverter instances along the worst setup path: 1. Per the gpl log, the routability congestion estimate is 0.808. The fraction of post-synthesis cell area in the top cell type by area is 0.441. The clock net sink count was 33; the achievable clock frequency was 460 MHz.

The transition time of the tightest slew-check pin was 0.790 ns; the average routed wire per standard cell was 12.3 µm. The clock reaches the later pin of the worst-skew pair after 0.28 ns. The clock input transition at the sequential cells of the worst setup and hold paths works out to 0.07 ns. Hold timing on the final database bottoms out at a slack of 0.464 ns.

For the final database, setup skew stands at 0.00736 ns. Endpoints failing hold in the final report were tallied at 0. The run gives 436 µW for the total power. Tally of buffers added on design ports: 1.

The run gives 24 as the number of standard-cell rows in the floorplan. The number of enable flip-flop cells came out at 1. In this run, placement finished with an instance count of 203. With the number of global-route vias before repair at 989, the detailed-route vias per instance is 4.89. The run gives 271 nW/µm² for the power density normalized to cell area. The prevailing post-synth register cell is sky130_fd_sc_hd__dfxtp_1. The tools report the estimated wirelength of the detail-placed design as 1850 µm.

The max-capacitance violation count was 0. The layout overhead on the synthesized area is 10.6%, and the count of warnings emitted by yosys is 1. The endpoint type of the worst setup path was a primary output. Once the clock tree was built, the resizer swapped 0 gates to a different size.

The tools report the share of synthesized area occupied by flip-flops and latches as 0.462. The final timing report counts setup violations totalling 0. Setup repair after global routing left no endpoint under its margin. The number of cells on the worst reg-to-reg path is 5. The OpenROAD report gives the critical path a data arrival time of 1.07 ns.
==> cell type report <==
class,instances,area [µm²],share of cell area
Clock buffer,7,96.3,0.0600
Inverter,3,11.3,0.00701
Multi-Input combinational cell,114,748,0.466
Timing Repair Buffer,1,10.0,0.00623
Clock inverter,1,5.00,0.00312
Sequential cell,33,671,0.417
Tap cell,52,65.1,0.0405
==> metal layers <==
metal,GRT usage,part of all wire
met1,0.192,0.56
met4,0.0196,0.016
met2,0.158,0.39
met3,0.0257,0.030
met5,0,0
==> layout by cell type (no fill, tap or decap) <==
cell	synthesis	routed
sky130_fd_sc_hd__and2_1	3	3
sky130_fd_sc_hd__and3_1	3	3
sky130_fd_sc_hd__and4_1	2	2
sky130_fd_sc_hd__and4_4	1	1
sky130_fd_sc_hd__clkbuf_8	0	7
sky130_fd_sc_hd__clkdlybuf4s50_1	0	1
sky130_fd_sc_hd__clkinv_2	0	1
sky130_fd_sc_hd__dfxtp_1	32	32
sky130_fd_sc_hd__edfxtp_1	1	1
sky130_fd_sc_hd__ha_1	1	1
sky130_fd_sc_hd__inv_1	3	3
sky130_fd_sc_hd__nand2_1	8	8
sky130_fd_sc_hd__nand2b_1	2	2
sky130_fd_sc_hd__nand3_1	17	17
sky130_fd_sc_hd__nand3_2	1	1
sky130_fd_sc_hd__nand3b_1	1	1
sky130_fd_sc_hd__nand4_1	7	7
sky130_fd_sc_hd__nand4b_1	2	2
sky130_fd_sc_hd__nor2_1	17	17
sky130_fd_sc_hd__nor3_1	6	6
sky130_fd_sc_hd__nor3b_1	2	2
sky130_fd_sc_hd__nor4_1	7	7
sky130_fd_sc_hd__nor4_2	1	1
sky130_fd_sc_hd__nor4_4	1	1
sky130_fd_sc_hd__or2b_1	1	1
sky130_fd_sc_hd__or3_1	1	1
sky130_fd_sc_hd__xnor2_1	12	12
sky130_fd_sc_hd__xor2_1	18	18
==> state kept, by name (all words and copies together), names as in the netlist <==
register	count
state	32
clk_div	1
==> logic make-up after synthesis <==
kind of cell / after synthesis / share of synthesized area
simple gates: 83 / 0.326
buf+inv: 7 / 0.0233
xor+xnor: 30 / 0.181
flops: 33 / 0.462
fa+ha+maj: 1 / 0.00861
==> where the power goes <==
part	internal, mW	switching, mW
clock network	0.113	0.0832
logic	0	0
registers	0.240	0
==> how the worst max path moves through the flow <==
stage	end	slack [ns]	depth (start not counted)
after CTS	clk_div	3.31	1
after global routing	state[27]	3.17	5
final	clk_div	3.33	1
No activity file was given, so power comes from the tool's default toggle rates.
