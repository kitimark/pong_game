`/design/flow/run.sh`:
```
#!/bin/bash
# OpenROAD 26Q1-2900-gdf79404cd8, Yosys 0.63+post, stock flow scripts
make -C /OpenROAD-flow-scripts/flow DESIGN_CONFIG=/design/flow/config.mk WORK_HOME=/design/flow/orfs finish
```
`/design/flow/config.mk`:
```
export PLATFORM = sky130hd
export DESIGN_NAME = i_row
export DESIGN_NICKNAME = i_row
export VERILOG_FILES = /design/flow/design.v
export SDC_FILE = /design/flow/constraint.sdc
export NUM_CORES = 4
export LEC_CHECK = 1
export CORE_AREA = 10 10 70 70
export DIE_AREA = 0 0 80 80
```
`/design/flow/constraint.sdc`:
```
current_design i_row

set clk_period 1.0
set clk_io_pct 0.2

create_clock -name clk0 -period $clk_period [get_ports {clk}]

set non_clock_inputs [all_inputs -no_clocks]
set_input_delay [expr $clk_period * $clk_io_pct] -clock clk0 $non_clock_inputs
set_output_delay [expr $clk_period * $clk_io_pct] -clock clk0 [all_outputs]
```
`/design/flow/design.v`:
```
module i_row(
    i_out,
	count,
    clk
);
parameter ROW = 8;
parameter BIT_COUNT = 3;  
input clk;
input [BIT_COUNT-1:0] count;
output [ROW-1:0] i_out;
reg [ROW-1:0] i_out;
integer i;
always @ (posedge clk)
begin 
    for (i = 0; i < ROW ; i = i + 1) begin
        i_out[i] = (i == count) ? 1 : 0;
    end
end
endmodule  
```
==> impl_metrics.json <==
{
  "outcome": "complete, no violations",
  "stdcell_count": 76,
  "post_synth_inst_count": 16,
  "grt_remaining_overflow": 0,
  "critPathCaptureType": "output pin",
  "timing.critical_path.from_type": "flip-flop",
  "initial_utilization": 0.0659,
  "detailed_placer_s_ending_hpwl_um": 417,
  "cts-htree-levels": 1,
  "post-route-period-util": 0.957,
  "firstDrtPassIters": 3,
  "ctsRootBufferMaster": "clkbuf_4",
  "yosysCellCount": 16,
  "accumulated_negative_setup_slack_ps": 0,
  "clkSinkCount": 8,
  "power.share.combinational": 0.077,
  "grt_antenna_before_repair": 0,
  "worst-endpoint-arrival_ps": 760,
  "first_pass_grt_wire_length_um": 890,
  "grt_pass1_vias": 172,
  "finalSetupViolations": 0,
  "drt-met1-wl_um": 270,
  "synth-warning-count": 1,
  "critical-path-top-delay-family": "flip-flops",
  "pin_count_of_the_biggest_net_entering_global_routing": 9,
  "power.switching_fraction": 0.194,
  "placement.setup.worst_slack_ps": -128,
  "width_of_the_die_um": 80,
  "finalMaxSlewViolations": 0,
  "slowest_stage": "dfxtp_1",
  "clk_pin_slew_ps": 50,
  "cts_buffer_depth": 2,
  "timing.hold.worst.class": "input port to flip-flop",
  "tightest_slew_ps": 227,
  "synth_sequential_area_ratio": 0.711,
  "cpPeakStageDelay_ps": 290,
  "post_drt_wl_per_cell_um": 7.58,
  "row_count": 21,
  "wl_met3_um": 62,
  "drv_cap": 0,
  "maxSlewHeadroom": 0.848,
  "numCtsBuffers": 3,
  "largest_register_ffs": 8,
  "seq_power_share": 0.539,
  "dpl_cell_area_um2": 393,
  "io_buffers": 11,
  "detail_route.drc_violations": 0,
  "diodes": 0,
  "top_layer": "met4",
  "cp.buffers_inverters": 1,
  "viasPerCell": 2.22,
  "synth.distinct_cells": 5,
  "postSynthRegisterBits": 8,
  "nFillCells": 395,
  "power-per-cell-area_nw_per_um2": 1490,
  "post_synth_instance_area_um2": 225,
  "tool_warnings": 25,
  "design.portCount": 12,
  "ir_drop_uv": 262,
  "place_congestion": 0.773,
  "maxClockFrequency_ghz": 1.05,
  "worstSetupPathType": "flip-flop to output pin",
  "power_leakage_uw": 0.000162,
  "min_period_ps": 957,
  "post_syn_area_per_cell_um2": 14.1,
  "crit_required_ps": 800,
  "power.internal_uw": 503,
  "synth_chip_area_um2": 225,
  "cp_cell_sequence": "dlygate4sd2_1",
  "met2_length_um": 233,
  "cp_max_fanout": 1,
  "grt_util_all_layers": 0.0179,
  "rsz0062_at_grt": "no",
  "die_height_um": 80,
  "timing.final.ws_setup_ps": 43.2,
  "timing.hold.ws_ps": 645,
  "final_routed_wirelength_um": 576,
  "power_frac_clock": 0.384,
  "hold_viol_final": 0,
  "power.net_switching_uw": 121,
  "syn2layout_area_growth_pct": 86.1,
  "postLayoutCellArea_um2": 419,
  "tritoncts_clock_tree": "yes",
  "drive_gt1_frac": 0.367,
  "core_region_area_um2": 3420,
  "chip_area_um2": 6400,
  "cts_setup_buffers": 0,
  "routed-via-count": 169,
  "ant_nets": 0,
  "place.detailed.instances": 73,
  "detailedRoute.firstIterationViolations": 6
}
cells in the final DEF, fill, tap and decap left out:
cell type / count
dfxtp_1: 4
clkdlybuf4s15_1: 7
nor3b_1: 3
dfxtp_2: 4
clkbuf_4: 3
and3b_2: 3
dlygate4sd2_1: 1
nor3_1: 1
and3_2: 1
clkdlybuf4s50_1: 3
final timing paths:
kind                      from  endpoint  slack [ps]  cells after the start
worst max-delay path  i_out[7]  i_out[7]          40                      1
worst min-delay path  count[2]  i_out[0]         650                      2
metal layers:
layer / track usage / vias to the layer above
met2: 0.0241 / 8
met4: 0.00704 / 0
met1: 0.0221 / 75
met5: 0 / -
li1: - / 84
met3: 0.0114 / 2
timing repair:
| action | 4_1_cts | 5_1_grt |
|---|---|---|
| endpoints found under the setup margin | 8 | 4 |
| hold buffers | 0 | 0 |
| gates resized | 14 | 5 |
cell usage after synthesis:
| library cell | number | share of area |
|---|---|---|
| and3_2 | 1 | 0.033 |
| and3b_2 | 3 | 0.13 |
| dfxtp_1 | 8 | 0.71 |
| nor3_1 | 1 | 0.022 |
| nor3b_1 | 3 | 0.10 |
cell type report:
type | count | area (um^2) | area share
Tap cell | 46 | 57.6 | 0.137
Clock buffer | 3 | 22.5 | 0.0537
Sequential cell | 8 | 165 | 0.394
Multi-Input combinational cell | 8 | 65.1 | 0.155
Timing Repair Buffer | 11 | 109 | 0.260
through the flow:
step	power (uW)	util
floorplan	349	-
global placement	398	0.115
detailed placement	397	0.115
CTS	637	0.121
global route	667	0.123
finish	624	0.123
power groups by stage:
stage,Sequential [uW],Clock [uW],Combinational (uW)
6_report,336,240,48.3
5_1_grt,338,275,53.8
4_1_cts,336,253,48.9
kinds of logic (layout without fill, tap and decap cells):
kind of cell  after synthesis  in the layout  share of synthesized area
simple gates                8              8                      0.289
flops                       8              8                      0.711
buf+inv                     0             14                          0
Power and IR drop assume default switching activity.
